===== /design/flow/design.v =====
module gameOverScreen(
    input logic [9:0] x, y,
    output logic [7:0] r, g, b
); 
logic letter_G, letter_A, letter_M, letter_E, letter_O, letter_V, letter_E2, letter_R;
logic [10:0] letter_width, letter_height;
logic [10:0] G_left, G_right, A_left, A_right, M_left, M_right, E_left, E_right;
logic [10:0] O_left, O_right, V_left, V_right, E2_left, E2_right, R_left, R_right;
logic [10:0] letter_top, letter_bottom;
initial begin
    letter_width = 10'd40;
    letter_height = 10'd80;
    G_left = 10'd100;
    A_left = G_left + letter_width + 10;
    M_left = A_left + letter_width + 10;
    E_left = M_left + letter_width + 10;
    O_left = 10'd100;
    V_left = O_left + letter_width + 10;
    E2_left = V_left + letter_width + 10;
    R_left = E2_left + letter_width + 10;
    letter_top = 10'd100;
    letter_bottom = letter_top + letter_height;
end
always_comb begin
    G_right = G_left + letter_width;
    A_right = A_left + letter_width;
    M_right = M_left + letter_width;
    E_right = E_left + letter_width;
    O_right = O_left + letter_width;
    V_right = V_left + letter_width;
    E2_right = E2_left + letter_width;
    R_right = R_left + letter_width;
end
always_comb begin
    letter_G = ((x >= G_left && x <= G_right) && (y >= letter_top && y <= letter_bottom)) &&
               (
                (y == letter_top) || (y == letter_bottom) ||  
                (x == G_left) || (y == letter_top + 40 && x >= G_left + 20) ||  
                (x == G_right && y >= letter_top + 40)  
               );
    letter_A = ((x >= A_left && x <= A_right) && (y >= letter_top && y <= letter_bottom)) &&
               (
                (y == letter_top) ||  
                (x == A_left || x == A_right) ||  
                (y == letter_top + 40 && x >= A_left + 10 && x <= A_right - 10)  
               );
    letter_M = ((x >= M_left && x <= M_right) && (y >= letter_top && y <= letter_bottom)) &&
               (
                (x == M_left || x == M_right) ||  
                (x == M_left + 20 && y >= letter_top + 20) || (x == M_right - 20 && y >= letter_top + 20)  
               );
    letter_E = ((x >= E_left && x <= E_right) && (y >= letter_top && y <= letter_bottom)) &&
               (
                (y == letter_top) || (y == letter_bottom) || (y == letter_top + 40) ||  
                (x == E_left)  
               );
    letter_O = ((x >= O_left && x <= O_right) && (y >= letter_top + 100 && y <= letter_bottom + 100)) &&
               (
                (y == letter_top + 100 || y == letter_bottom + 100) ||  
                (x == O_left || x == O_right)  
               );
    letter_V = ((x >= V_left && x <= V_right) && (y >= letter_top + 100 && y <= letter_bottom + 100)) &&
               (
                (x == V_left + 10 && y <= letter_bottom + 60) || (x == V_right - 10 && y <= letter_bottom + 60)  
               );
    letter_E2 = ((x >= E2_left && x <= E2_right) && (y >= letter_top + 100 && y <= letter_bottom + 100)) &&
               (
                (y == letter_top + 100) || (y == letter_bottom + 100) || (y == letter_top + 140) ||  
                (x == E2_left)  
               );
    letter_R = ((x >= R_left && x <= R_right) && (y >= letter_top + 100 && y <= letter_bottom + 100)) &&
               (
                (y == letter_top + 100) ||  
                (x == R_left) ||  
                (y == letter_top + 140 && x <= R_right) ||  
                (x == R_right && y >= letter_top + 140)  
               );
end
assign r = (letter_G || letter_A || letter_M || letter_E || letter_O || letter_V || letter_E2 || letter_R) ? 8'hFF : 8'h00;  
assign g = 8'h00;  
assign b = 8'h00;  
endmodule

===== /design/flow/run.sh =====
#!/bin/bash
# OpenROAD 26Q1-2900-gdf79404cd8, Yosys 0.63+post, stock flow scripts
make -C /OpenROAD-flow-scripts/flow DESIGN_CONFIG=/design/flow/config.mk WORK_HOME=/design/flow/orfs finish

===== /design/flow/config.mk =====
export PLATFORM = sky130hd
export DESIGN_NAME = gameOverScreen
export DESIGN_NICKNAME = gameOverScreen
export VERILOG_FILES = /design/flow/design.v
export SDC_FILE = /design/flow/constraint.sdc
export NUM_CORES = 4
export LEC_CHECK = 1
export CORE_AREA = 10 10 97 97
export DIE_AREA = 0 0 107 107

===== /design/flow/constraint.sdc =====
current_design gameOverScreen

set clk_period 3.0
set clk_io_pct 0.2

create_clock -name clk0 -period $clk_period

set non_clock_inputs [all_inputs -no_clocks]
set_input_delay [expr $clk_period * $clk_io_pct] -clock clk0 $non_clock_inputs
set_output_delay [expr $clk_period * $clk_io_pct] -clock clk0 [all_outputs]

==> impl_metrics.ini <==
; physical design summary
[run_status]
violations = negative setup slack
status = finished with violations

[drt]
vias = 1433
vias_per_cell = 4.316
first_pass_iters = 4
routedWlPerCell_um = 11.99
drt-initial-drc-count = 57
final_antenna_net_count = 0
post-route-drc-count = 0
wl_mm = 3.980

[job]
log.warning_count = 34
cap_violations = 0

[power_and_ir_drop]
power_density_nw_per_um2 = 89.26
ir_drop_mv = 0.02191
leakagePower_nw = 0.7919

[critical_path]
required_ps = 2400
setup.worst_path.start = x[2]
endpoint_kind = output pin
path_max_fanout = 6
cp.arrival_ps = 2520
setup.worst_path.start_class = input pin
worstSetupPathType = in2out

[final_timing]
tns_ps = -979.1
drv_slew = 0
setup_violations = 8
fin_ws_ps = -124.7
hold_viol = 0
rsz0062_at_grt = true
post-route-period-util = 1.042
post-route-min-period_ps = 3125
max_freq_mhz = 320.0

[layout]
layout_top_cell = buf_4
seq_cell_count = 0
areaGrowthSynthToFinish_pct = 96.52
fillers = 811
clock_buffers = 0
fin_area_um2 = 1911
lay_top_cells = 60 x buf_4, 17 x nand2_1, 17 x buf_6
drive_above_1_share = 0.4805
seq_area_um2 = 0

[floorplanning]
fp.dieW_um = 107
io_pins = 44
rows = 31
fp.dieH_um = 107
fp-utilization = 0.1333
chipArea_um2 = 11450
coreArea_um2 = 7292

[clock_network]
hold_buffers = 0

[synth]
yosys_warnings = 1
yosys-stat-area_um2 = 972.2
synth-seq-area-share = 0
yosys_cells = 156
yosys.area.top_type_share = 0.1776
synth_cell_types = 44
syn_area_um2 = 972.2
synthCells = 156
yosys.area.top_type = buf_4
yosys-top-cells-area = buf_4 18%, nand2_1 6.9%, nor4_1 5.1%
postSynthAreaPerCell_um2 = 6.232

[min_path]
min_from = x[7]
hold_class = in2out
holdPathStages = 9

[place]
portBuffers = 28
placed_cell_area_um2 = 1573
gp_congestion = 0.9229
dpl.hpwl_mm = 3.102

[global_routing]
grt_overflow = 0
grt_usage = 0.06539
grt_pass1_wl_mm = 6.458
antenna_found_initial = 2
grt_pass1_vias = 1389
grt_max_degree = 13
timing repair:
| item | 4_1_cts | 5_1_grt |
|---|---|---|
| setup buffers | 15 | 4 |
| endpoints found under the setup margin | 8 | 8 |
| pin swaps | 20 | 6 |
| resized | 97 | 19 |
report_power, final:
part / switching [mW] / total [mW] / internal, mW
clock: 0 / 0.0000000891 / 0.0000000891
sequential: 0 / 0 / 0
combinational: 0.0805 / 0.171 / 0.0900
area by class of cell:
class	instances	area, um^2	share of cell area
Antenna cell	2	5.005	0.002620
Inverter	4	15.01	0.007859
Multi-Input combinational cell	131	934.6	0.4892
Tap cell	99	123.9	0.06483
Timing Repair Buffer	96	832.0	0.4355
metrics by stage:
step	cells	setup WS (ps)	power [mW]	hold slack (ps)	utilization
floorplan	171	95.33	0.06989	1469	-
global placement	311	-859.7	0.1429	2672	0.2157
detailed placement	311	-861.7	0.1417	2678	0.2157
CTS	326	-153.5	0.1632	2110	0.2474
global route	331	-282.0	0.1852	2263	0.2617
finish	332	-124.7	0.1705	2161	0.2620
critical path: stages:
cell	delay, ps
dlygate4sd2_1	250
or3_4	420
a311o_1	290
o21ai_2	80
a31oi_1	60
nor4_1	350
o21ai_1	100
buf_4	150
buf_6	130
buf_6	100
worst paths after layout:
check	endpoint	slack, ps
max	r[2]	-120
min	r[1]	2160
cells in the mapped netlist (all sizes together):
cell type	number
nand2	18
nand4b	3
a21oi	8
or3	2
o22ai	1
o2bb2ai	1
o311a	1
a31oi	4
nor2	9
and4	3
and3b	1
nand3	4
a311oi	1
and3	1
nor3	8
or4	1
a211oi	1
o31ai	2
o2111a	1
o311ai	2
conb	1
nor4b	4
a2111o	1
nand3b	1
xnor2	1
a2111oi	2
and4b	1
o21ai	9
or4b	2
a311o	2
buf	29
clkbuf	7
nand4	6
or2	1
inv	4
nor4	9
a221oi	1
or3b	3
per-layer routing:
| metal | share of wire | GRT usage |
|---|---|---|
| met1 | 0.44 | 0.08336 |
| met4 | 0.0055 | 0.003868 |
| met3 | 0.049 | 0.009703 |
| met5 | 0 | 0 |
| met2 | 0.51 | 0.1181 |
kinds of logic (layout without fill, tap and decap cells):
kind of cell	count (synthesis)	count (layout)	share of synthesized area
buffers and inverters	40	100	0.2497
AOI/OAI and AO/OA	37	37	0.2664
and+or+nand+nor	77	77	0.4711
other	1	18	0.003857
xor gates and xnor gates	1	1	0.009011
Power is estimated from default activity; no workload was simulated.
