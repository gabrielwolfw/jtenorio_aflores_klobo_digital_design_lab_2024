<file path="design/flow/design.v">
module Full_Timer (
    input logic clk_in,        
    input logic rst_in,        
    output logic done,         
    output logic [3:0] count_out  
);
    logic [15:0] t_signals;    
    logic [3:0] time_counter;  
    logic reset_signal;        
    genvar index;
    generate
        for (index = 0; index < 16; index = index + 1) begin : timer_blocks
            Timer timer_inst (
                .clk_in(clk_in),
                .rst_in(reset_signal),    
                .pulse_out(t_signals[index])   
            );
        end
    endgenerate
    always_ff @(posedge clk_in or posedge rst_in) begin
        if (rst_in) begin
            time_counter <= 0;
            reset_signal <= 1;  
        end else begin
            if (|t_signals) begin
                time_counter <= time_counter + 1;
            end
            if (time_counter == 16) begin
                time_counter <= 0;
                reset_signal <= 1;   
            end else begin
                reset_signal <= 0;   
            end
        end
    end
    assign count_out = time_counter;
	 assign done = (count_out == 4'd15);
endmodule
module Timer (
    input logic clk_in, rst_in,   
    output logic pulse_out        
);
    logic [26:0] cycle_counter;   
    always_ff @(posedge clk_in or posedge rst_in) begin
        if (rst_in) begin
            cycle_counter <= 0;
            pulse_out <= 0;       
        end else begin
            if (cycle_counter == 50000000 - 1) begin
                cycle_counter <= 0;   
                pulse_out <= 1;       
            end else begin
                cycle_counter <= cycle_counter + 1;   
                pulse_out <= 0;   
            end
        end
    end
endmodule
</file>
<file path="design/flow/run.sh">
#!/bin/bash
# OpenROAD 26Q1-2900-gdf79404cd8, Yosys 0.63+post, stock flow scripts
make -C /OpenROAD-flow-scripts/flow DESIGN_CONFIG=/design/flow/config.mk WORK_HOME=/design/flow/orfs finish
</file>
<file path="design/flow/config.mk">
export PLATFORM = sky130hd
export DESIGN_NAME = Full_Timer
export DESIGN_NICKNAME = Full_Timer
export VERILOG_FILES = /design/flow/design.v
export SDC_FILE = /design/flow/constraint.sdc
export NUM_CORES = 4
export LEC_CHECK = 1
export CORE_UTILIZATION = 50
</file>
<file path="design/flow/constraint.sdc">
current_design Full_Timer

set clk_period 3.2
set clk_io_pct 0.2

create_clock -name clk0 -period $clk_period [get_ports {clk_in}]

set non_clock_inputs [all_inputs -no_clocks]
set_input_delay [expr $clk_period * $clk_io_pct] -clock clk0 $non_clock_inputs
set_output_delay [expr $clk_period * $clk_io_pct] -clock clk0 [all_outputs]
</file>
==> out/qor.yml <==
outcome:
  status: "completed"
power:
  p_per_area_nw_per_um2: 499
  swShare: 0.203
  vdd.ir_drop.worst_mv: 0.442
  p_comb_frac: 0.010
  switching_power_uw: 2370
  pwr-share-clk: 0.501
  internal_power_uw: 9350
  seqPwrFrac: 0.489
  p_leak_uw: 0.0108
drt:
  post_drt_wl_per_cell_um: 14.2
  drt_wl_total_mm: 37.4
  via_count: 14300
  antenna_cells: 0
  drc_errors: 0
  drtIter0Drc: 853
  ant_nets: 0
  drtPass1Iterations: 5
  viasPerCell: 5.44
synth:
  async_reset_ff_frac: 1.00
  synth_area_um2: 21000
  most_common_cell: "dfrtp_1"
  syn_inst: 2016
  syn_area_per_cell_um2: 10.4
  top_cells_by_count: "dfrtp_1 (452), nor2_1 (282), nand3_1 (214), xor2_1 (208), xnor2_1 (143)"
  area_leaders: "dfrtp_1 (54%), xor2_1 (8.7%), xnor2_1 (6.0%)"
  yosys.stat.chipArea_um2: 21000
  edf_count: 0
  yosysWarnings: 2
  ys_ff: 453
  top_area_cell: "dfrtp_1"
  top_area_frac: 0.538
  seq_area_frac_synth: 0.540
  yosys_most_used_dff: "dfrtp_1"
  synth-cells-yosys: 2016
  synthDistinctLibCells: 52
timing:
  fin_tns_setup_ns: 0
  fmax_ghz: 0.411
  hold_viol: 0
  rsz0062_at_grt: "false"
  tightest_slew_ns: 0.858
  worst_clock_skew_ns: 0.0120
  period_used_share: 0.760
  setup_viol_count_final: 0
  report.final.slew_viol_count: 0
  fin_crit_ns: 2.43
  slew_headroom: 0.423
setup_path:
  cp.buffers_inverters: 1
  cp_cell_sequence: "ha_1 -> and3_1 -> clkdlybuf4s50_1"
  max_stage_delay_ns: 0.42
  cpMaxStageDelayCell: "dfrtp_1"
  worst-path-max-fanout: 4
  path_class: "flip-flop to primary output"
  cp-start-kind: "flip-flop"
  endpoint_kind: "primary output"
  crit_arrival_ns: 1.79
  cp.required_ns: 2.56
  path_delay_family: "flip-flops"
floorplanning:
  initCoreUtil: 0.511
  core_area_um2: 41100
  num_rows: 74
  die_area_um2: 42800
  io_pins: 7
  die_w_um: 207
  die.size.y_um: 207
clocking:
  cts_buffers: 49
  cts_resized: 0
  clk_pin_slew_ns: 0.06
  postCtsHoldBufs: 0
  cts_tree: "done"
  cts_root_buf: "clkbuf_16"
  htreeDepth: 2
  clk_latency_ns: 0.58
  max-clock-path-buffers: 3
  cts_num_sinks: 453
  cts_setup_buffers: 0
grt:
  grt_max_degree: 134
  grtUsageTotal: 0.193
  antenna_found_initial: 0
  gr-total-overflow: 0
  grt_pass1_vias: 13900
  grt_pass1_wl_mm: 66.2
placement:
  dpl.hpwl_mm: 23.9
  portBuffers: 6
  place_area_um2: 21800
  place_congestion: 0.846
hold_path:
  min_path_type: "flip-flop to async pin"
final_layout:
  drive_gt1_frac: 0.0676
  fill_cells: 3430
  stdcell_area_um2: 23500
  synthToLayoutAreaGrowth_pct: 11.8
job:
  drv_cap: 0
  warnings: 30
==> per-stage QoR <==
step	utilization	instances	setup WS [ns]	hold WS (ns)	power [µW]
after floorplan	-	2016	-3.23	0.418	5920
final	0.571	2633	0.767	0.231	11700
after global routing	0.571	2633	0.687	0.255	12200
after CTS	0.571	2633	0.718	0.222	11900
after detailed placement	0.529	2542	0.957	0.238	5960
after global placement	0.529	2542	1.03	0.239	5960
==> state kept, by name, summed over array words and instances, names as in the netlist <==
register,cells
timer_blocks.timer_inst.cycle_counter,432
timer_blocks.timer_inst.pulse_out,16
time_counter,4
reset_signal,1
==> layout by cell type (no fill, tap or decap), drive strengths merged, types with 14 or more instances in the layout <==
cell    Yosys  layout
clkbuf     17      72
and4       34      34
o21ai      41      41
nand3     215     215
nand4     125     125
ha         17      17
buf         9      14
and2       18      18
nor3       49      49
dfrtp     452     452
nor4       59      59
inv        24      24
nor2b      17      17
clkinv      0      14
and3       72      72
nand2     135     135
nor2      282     282
xor2      208     208
xnor2     143     143
nand3b     25      25
==> power by group through the flow <==
stage / Clock [µW] / Sequential (µW) / Combinational (µW)
CTS: 6090 / 5730 / 128
global route: 6300 / 5730 / 144
finish: 5880 / 5730 / 117
==> cell type report <==
class	instances	area (µm²)	share of cell area
inverter	24	93.8	0.00400
timing repair buffer	20	190	0.00810
sequential	453	11300	0.483
tap	532	666	0.0283
clock inverter	19	199	0.00847
clock buffer	72	1530	0.0650
multi-input combinational	1513	9470	0.403
==> worst paths after layout <==
path	start	endpoint	slack, ns	cells after the start
setup / recovery	time_counter[0]	done	0.77	3
hold / removal	reset_signal	timer_blocks[7].timer_inst.cycle_counter[11]	0.23	1
setup reg to reg	timer_blocks[14].timer_inst.cycle_counter[16]	timer_blocks[14].timer_inst.cycle_counter[19]	0.99	5
hold reg to reg	reset_signal	timer_blocks[7].timer_inst.cycle_counter[11]	0.23	1
max in group asynchronous	reset_signal	timer_blocks[15].timer_inst.cycle_counter[14]	1.95	2
min in group clk0	timer_blocks[6].timer_inst.cycle_counter[0]	timer_blocks[6].timer_inst.cycle_counter[0]	0.46	1
==> worst register-to-register path: cells and delay by family, from the launching register on <==
family | cells | cell delay, ns
AOI/OAI and AO/OA | 1 | 0.07
and+or+nand+nor | 4 | 1.61
DFF | 1 | 0.40
==> routing by layer <==
layer,global-route usage,vias up,share of wire
met5,0,-,0
met4,0.0370,0,0.021
met3,0.0316,54,0.034
met2,0.274,143,0.43
met1,0.330,6936,0.51
li1,-,7188,-
==> logic make-up (layout without fill, tap and decap cells) <==
logic type,count (synthesis),after routing,synth area share
buffers and inverters,50,135,0.00965
muxes,8,8,0.00393
other,1,1,0.000178
DFF,453,453,0.540
AOI/OAI and AO/OA,58,58,0.0152
xor gates and xnor gates,351,351,0.146
adders and majority gates,17,17,0.0101
and+or+nand+nor,1078,1078,0.275
Power figures rest on the tool's default switching activity, not on a simulated workload.
