==> flow/config.mk <==
export PLATFORM = sky130hd
export DESIGN_NAME = videoGen
export DESIGN_NICKNAME = videoGen
export VERILOG_FILES = /design/flow/design.v
export SDC_FILE = /design/flow/constraint.sdc
export NUM_CORES = 4
export LEC_CHECK = 1
export CORE_UTILIZATION = 50
==> flow/constraint.sdc <==
current_design videoGen

set clk_period 14.3
set clk_io_pct 0.2

create_clock -name clk0 -period $clk_period

set non_clock_inputs [all_inputs -no_clocks]
set_input_delay [expr $clk_period * $clk_io_pct] -clock clk0 $non_clock_inputs
set_output_delay [expr $clk_period * $clk_io_pct] -clock clk0 [all_outputs]
==> flow/design.v <==
module videoGen (
    input logic clk,            
    input logic rst_n,          
    input logic [9:0] x_pos, y_pos,   
    input logic [8:0] grid_state,     
    input logic [3:0] current_state,  
    output logic [7:0] red, green, blue  
);
    logic vLine1, vLine2, hLine1, hLine2;
    logic [10:0] boxSize = 10'd40;
    logic [10:0] gap = 10'd10;
    logic [10:0] verticalOffset = 10'd150;   
    logic [10:0] horizontalOffset = 10'd230;  
    logic lines;  
    logic [8:0] circleDraw;
	 logic [8:0] squareDraw;
    logic [10:0] radius = 10'd15;  
    assign vLine1 = (x_pos >= horizontalOffset + boxSize + gap && x_pos <= horizontalOffset + boxSize + gap + 2 && 
                     y_pos >= verticalOffset && y_pos <= verticalOffset + 3 * boxSize + 2 * gap);
    assign vLine2 = (x_pos >= horizontalOffset + 2 * (boxSize + gap) && x_pos <= horizontalOffset + 2 * (boxSize + gap) + 2 && 
                     y_pos >= verticalOffset && y_pos <= verticalOffset + 3 * boxSize + 2 * gap);
    assign hLine1 = (y_pos >= verticalOffset + boxSize + gap && y_pos <= verticalOffset + boxSize + gap + 2 && 
                     x_pos >= horizontalOffset && x_pos <= horizontalOffset + 3 * boxSize + 2 * gap);
    assign hLine2 = (y_pos >= verticalOffset + 2 * (boxSize + gap) && y_pos <= verticalOffset + 2 * (boxSize + gap) + 2 && 
                     x_pos >= horizontalOffset && x_pos <= horizontalOffset + 3 * boxSize + 2 * gap);
    assign circleDraw[0] = (grid_state[0] == 1'b1) && 
                           ((x_pos - (horizontalOffset + boxSize / 2)) * (x_pos - (horizontalOffset + boxSize / 2)) + 
                           (y_pos - (verticalOffset + boxSize / 2)) * (y_pos - (verticalOffset + boxSize / 2)) <= radius * radius);
    assign circleDraw[1] = (grid_state[1] == 1'b1) && 
                           ((x_pos - (horizontalOffset + boxSize + gap + boxSize / 2)) * (x_pos - (horizontalOffset + boxSize + gap + boxSize / 2)) + 
                           (y_pos - (verticalOffset + boxSize / 2)) * (y_pos - (verticalOffset + boxSize / 2)) <= radius * radius);
    assign circleDraw[2] = (grid_state[2] == 1'b1) && 
                           ((x_pos - (horizontalOffset + 2 * (boxSize + gap) + boxSize / 2)) * (x_pos - (horizontalOffset + 2 * (boxSize + gap) + boxSize / 2)) + 
                           (y_pos - (verticalOffset + boxSize / 2)) * (y_pos - (verticalOffset + boxSize / 2)) <= radius * radius);
    assign circleDraw[3] = (grid_state[3] == 1'b1) && 
                           ((x_pos - (horizontalOffset + boxSize / 2)) * (x_pos - (horizontalOffset + boxSize / 2)) + 
                           (y_pos - (verticalOffset + boxSize + gap + boxSize / 2)) * (y_pos - (verticalOffset + boxSize + gap + boxSize / 2)) <= radius * radius);
    assign circleDraw[4] = (grid_state[4] == 1'b1) && 
                           ((x_pos - (horizontalOffset + boxSize + gap + boxSize / 2)) * (x_pos - (horizontalOffset + boxSize + gap + boxSize / 2)) + 
                           (y_pos - (verticalOffset + boxSize + gap + boxSize / 2)) * (y_pos - (verticalOffset + boxSize + gap + boxSize / 2)) <= radius * radius);
    assign circleDraw[5] = (grid_state[5] == 1'b1) && 
                           ((x_pos - (horizontalOffset + 2 * (boxSize + gap) + boxSize / 2)) * (x_pos - (horizontalOffset + 2 * (boxSize + gap) + boxSize / 2)) + 
                           (y_pos - (verticalOffset + boxSize + gap + boxSize / 2)) * (y_pos - (verticalOffset + boxSize + gap + boxSize / 2)) <= radius * radius);
    assign circleDraw[6] = (grid_state[6] == 1'b1) && 
                           ((x_pos - (horizontalOffset + boxSize / 2)) * (x_pos - (horizontalOffset + boxSize / 2)) + 
                           (y_pos - (verticalOffset + 2 * (boxSize + gap) + boxSize / 2)) * (y_pos - (verticalOffset + 2 * (boxSize + gap) + boxSize / 2)) <= radius * radius);
    assign circleDraw[7] = (grid_state[7] == 1'b1) && 
                           ((x_pos - (horizontalOffset + boxSize + gap + boxSize / 2)) * (x_pos - (horizontalOffset + boxSize + gap + boxSize / 2)) + 
                           (y_pos - (verticalOffset + 2 * (boxSize + gap) + boxSize / 2)) * (y_pos - (verticalOffset + 2 * (boxSize + gap) + boxSize / 2)) <= radius * radius);
    assign circleDraw[8] = (grid_state[8] == 1'b1) && 
                           ((x_pos - (horizontalOffset + 2 * (boxSize + gap) + boxSize / 2)) * (x_pos - (horizontalOffset + 2 * (boxSize + gap) + boxSize / 2)) + 
                           (y_pos - (verticalOffset + 2 * (boxSize + gap) + boxSize / 2)) * (y_pos - (verticalOffset + 2 * (boxSize + gap) + boxSize / 2)) <= radius * radius);
	 assign squareDraw[0] = (grid_state[0] == 1'b1) && 
                       (x_pos >= horizontalOffset && x_pos <= horizontalOffset + boxSize) && 
                       (y_pos >= verticalOffset && y_pos <= verticalOffset + boxSize);
	 assign squareDraw[1] = (grid_state[1] == 1'b1) && 
                       (x_pos >= horizontalOffset + boxSize + gap && x_pos <= horizontalOffset + 2 * boxSize + gap) && 
                       (y_pos >= verticalOffset && y_pos <= verticalOffset + boxSize);
	 assign squareDraw[2] = (grid_state[2] == 1'b1) && 
                       (x_pos >= horizontalOffset + 2 * (boxSize + gap) && x_pos <= horizontalOffset + 3 * boxSize + 2 * gap) && 
                       (y_pos >= verticalOffset && y_pos <= verticalOffset + boxSize);
	 assign squareDraw[3] = (grid_state[3] == 1'b1) && 
                       (x_pos >= horizontalOffset && x_pos <= horizontalOffset + boxSize) && 
                       (y_pos >= verticalOffset + boxSize + gap && y_pos <= verticalOffset + 2 * boxSize + gap);
	 assign squareDraw[4] = (grid_state[4] == 1'b1) && 
                       (x_pos >= horizontalOffset + boxSize + gap && x_pos <= horizontalOffset + 2 * boxSize + gap) && 
                       (y_pos >= verticalOffset + boxSize + gap && y_pos <= verticalOffset + 2 * boxSize + gap);
	 assign squareDraw[5] = (grid_state[5] == 1'b1) && 
                       (x_pos >= horizontalOffset + 2 * (boxSize + gap) && x_pos <= horizontalOffset + 3 * boxSize + 2 * gap) && 
                       (y_pos >= verticalOffset + boxSize + gap && y_pos <= verticalOffset + 2 * boxSize + gap);
	 assign squareDraw[6] = (grid_state[6] == 1'b1) && 
                       (x_pos >= horizontalOffset && x_pos <= horizontalOffset + boxSize) && 
                       (y_pos >= verticalOffset + 2 * (boxSize + gap) && y_pos <= verticalOffset + 3 * boxSize + 2 * gap);
	 assign squareDraw[7] = (grid_state[7] == 1'b1) && 
                       (x_pos >= horizontalOffset + boxSize + gap && x_pos <= horizontalOffset + 2 * boxSize + gap) && 
                       (y_pos >= verticalOffset + 2 * (boxSize + gap) && y_pos <= verticalOffset + 3 * boxSize + 2 * gap);
	 assign squareDraw[8] = (grid_state[8] == 1'b1) && 
                       (x_pos >= horizontalOffset + 2 * (boxSize + gap) && x_pos <= horizontalOffset + 3 * boxSize + 2 * gap) && 
                       (y_pos >= verticalOffset + 2 * (boxSize + gap) && y_pos <= verticalOffset + 3 * boxSize + 2 * gap);
    assign lines = vLine1 | vLine2 | hLine1 | hLine2;
    assign red = ((circleDraw[0] && (current_state == 4'b0010)) || (circleDraw[1] && (current_state == 4'b0010)) || 
                  (circleDraw[2] && (current_state == 4'b0010)) || (circleDraw[3] && (current_state == 4'b0010)) || 
                  (circleDraw[4] && (current_state == 4'b0010)) || (circleDraw[5] && (current_state == 4'b0010)) || 
                  (circleDraw[6] && (current_state == 4'b0010)) || (circleDraw[7] && (current_state == 4'b0010)) || 
                  (circleDraw[8] && (current_state == 4'b0010))) ? 8'hFF : 8'h00;   
    assign green = ((squareDraw[0] && (current_state == 4'b0011)) || (squareDraw[1] && (current_state == 4'b0011)) || 
                    (squareDraw[2] && (current_state == 4'b0011)) || (squareDraw[3] && (current_state == 4'b0011)) || 
                    (squareDraw[4] && (current_state == 4'b0011)) || (squareDraw[5] && (current_state == 4'b0011)) || 
                    (squareDraw[6] && (current_state == 4'b0011)) || (squareDraw[7] && (current_state == 4'b0011)) || 
                    (squareDraw[8] && (current_state == 4'b0011))) ? 8'hFF : 8'h00;   
    assign blue = (lines) ? 8'hFF : 8'h00;     
endmodule
==> flow/run.sh <==
#!/bin/bash
# OpenROAD 26Q1-2900-gdf79404cd8, Yosys 0.63+post, stock flow scripts
make -C /OpenROAD-flow-scripts/flow DESIGN_CONFIG=/design/flow/config.mk WORK_HOME=/design/flow/orfs finish
==> metrics.yaml <==
drt:
  drt-initial-drc-count: 1748
  wl_met3_mm: 8.97
  wl_mm: 142
  routed.top_layer: "met4"
  vias: 42400
  wl_per_cell_um: 17.0
  wl_met2_mm: 64.9
  drt-pass1-iter-count: 8
  diodes: 0
  final_antenna_net_count: 0
  routed_via_density: 5.05
  drc_errors: 0
  wl_met1_mm: 62.0
grt:
  grt.total_usage_pct: 33.4
  grt_antenna_before_repair: 1
  grt_pass1_wl_mm: 232
  first_global_vias: 44300
  grt_max_degree: 27
  grt.overflow.total: 0
worst_setup_path:
  required_ns: 11.44
  path_delay_family: "adder cells"
  slowest_delay_ns: 0.57
  cpMostUsedCell: "fa_1"
  crit_path_end_kind: "output pin"
  path_buffers: 10
  critPathMaxFanout: 8
  path_class: "in -> out"
  critical-path-slowest-cell: "fa_1"
  arrival_ns: 13.49
  critPathLaunchType: "primary input"
final_layout:
  layout.area.comb_um2: 42600
  fin_area_um2: 62400
  syn_to_final_growth_pct: 34.5
  final_layout_size_suffix_gt1_share_pct: 28.0
  final_cell_mix: "buf_4, inv_1, fa_1"
  register_area_um2: 0
  nClkBuffers: 0
  nFillCells: 7432
  ff_count: 0
  layout_top_cell: "buf_4"
timing:
  fin_crit_sh_pct: 114
  period_minus_slack_ns: 16.35
  finalSetupViolations: 8
  max_slew.worst_pin.slew_ns: 1.02
  timing_hold_violations_final: 0
  worst_slack_ns: -2.05
  rsz0062_at_grt: "true"
  drv_slew: 0
  slew_headroom_pct: 31.9
  fmaxAchievable_mhz: 61.2
run_status:
  violations: "negative setup slack"
  outcome: "finished with violations"
synthesis:
  ys_seq_share_pct: 0
  synth.avg_cell_area_um2: 8.47
  synth_cell_types: 95
  syn_inst: 5481
  syn_area_um2: 46400
  yosysWarningCount: 1
  yosysCellCount: 5481
  yosys_area_um2: 46400
  yosysTopAreaCellShare_pct: 37.6
  synth.area.top_cells: "fa_1, ha_1, inv_1, xnor2_1, nor2_1"
  synth_top_cell_by_area: "fa_1"
placed_design:
  place_congestion: 1.03
  postPlaceCellArea_um2: 61100
  hpwl_mm: 131
  dp_slack_ns: -3.27
  port_buffers: 57
flow_run:
  warnings: 92
  drv_cap: 0
floorplanning:
  die_h_um: 307
  core_um2: 91800
  die_w_um: 307
  io_pins: 59
  chip_area_um2: 94100
  initial_utilization_pct: 50.6
  rows: 111
worst_hold_path:
  whs_path_depth: 5
  min_path_type: "in -> out"
  worstHoldStart: "current_state[1]"
  holdPathEnd: "green[3]"
clock_tree:
  hold_buffers: 0
-- cell families after synthesis --
family                     share of synthesized area, %
and+or+nand+nor                                    12.5
adders and majority gates                          55.5
xor gates and xnor gates                           6.38
muxes                                             0.644
AOI/OAI and AO/OA                                  13.9
buffers and inverters                              11.2
-- stage by stage --
stage / util (%) / cells / TNS, ns / hold WS, ns
after floorplan: - / 5481 / -11.53 / 5.79
after global placement: 66.6 / 8344 / -25.83 / 6.77
after detailed placement: 66.6 / 8344 / -26.13 / 6.78
after CTS: 67.5 / 8373 / -16.09 / 6.79
after global routing: 68.0 / 8385 / -20.21 / 6.83
final: 68.0 / 8385 / -16.35 / 6.79
-- timing repair --
| action | 4_1_cts | 5_1_grt |
|---|---|---|
| endpoints found under the setup margin | 8 | 8 |
| gates resized | 202 | 73 |
| buffers inserted | 29 | 12 |
| pin swaps | 138 | 83 |
-- worst min-delay path, stage by stage --
cell and delay (ns):
clkdlybuf4s50_1 0.42, nand2_1 0.07, nor4_1 0.04, buf_4 0.14, clkdlybuf4s50_1 0.39
-- cells in the mapped netlist, types with 10 or more instances --
cell type and count:
a2111oi_0 16, o21bai_1 39, a211o_1 11, nand2_1 346
clkinv_1 14, nand4_1 24, o22ai_1 18, nor2_1 416
nand2b_1 54, nand3b_1 12, or3_1 22, o21a_1 43
clkbuf_1 59, nor2b_1 52, o2111ai_1 18, nor3_1 87
nand3_1 67, or2_2 22, a311oi_1 11, o31ai_1 18
or4_1 10, a31o_2 15, a21o_1 92, o21ai_0 194
inv_1 1242, a211oi_1 36, xnor2_1 245, a21boi_0 12
and3_1 20, buf_1 10, fa_1 872, mux2i_1 22
o211ai_1 15, xor2_1 93, buf_4 22, nor4_1 29
o221ai_1 11, a31oi_1 48, nor3b_1 16, a21oi_1 278
ha_1 663, and2_1 26
-- layout make-up --
type               instances  share of cell area, %
well taps               1243                   2.49
inverters               1258                   7.59
multi-input cells       4124                   68.2
repair buffers          1760                   21.7
-- routing by layer --
metal | vias up | GRT usage [%]
li1 | 21100 | -
met1 | 20100 | 48.1
met2 | 1007 | 51.7
met3 | 189 | 7.71
met4 | 0 | 11.4
met5 | - | 0
-- how the worst max path moves through the flow --
| stage | slack [ns] | start | end | cells after the start |
|---|---|---|---|---|
| 4_1_cts | -2.01 | x_pos[2] | red[6] | 47 |
| 5_1_grt | -2.53 | x_pos[2] | red[2] | 49 |
| 6_report | -2.05 | x_pos[2] | red[6] | 46 |
